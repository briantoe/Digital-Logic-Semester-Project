## flow/design.v

```verilog
module cmp (gt, eq, lt, A, B, sign);
  output wire gt, eq, lt;
  input wire [15:0] A, B;
  input wire sign;
  wire diff_sign, invert;
  wire gt_hi, eq_hi, lt_hi;
  wire gt_lo, eq_lo, lt_lo;
  wire test_gt, test_lt;
  wire bus_gt, bus_lt;
  xor sign_check (diff_sign, A[15], B[15]);
  and invert_check (invert, sign, diff_sign);
  cmp_8b cmp_hi (gt_hi, eq_hi, lt_hi, A[15:8], B[15:8]);
  cmp_8b cmp_lo (gt_lo, eq_lo, lt_lo, A[7:0], B[7:0]);
  and and_gt (test_gt, eq_hi, gt_lo);
  and and_lt (test_lt, eq_hi, lt_lo);
  or or_gt (bus_gt, gt_hi, test_gt);
  or or_lt (bus_lt, lt_hi, test_lt);
  and and_eq (eq, eq_hi, eq_lo);
  xor invert_gt (gt, invert, bus_gt);
  xor invert_lt (lt, invert, bus_lt);
endmodule
module cmp_1b (gt, eq, lt, A, B);
  output wire gt, eq, lt;
  input wire A, B;
  wire _A, _B;
  not not_A (_A, A);
  not not_B (_B, B);
  and and_gt (gt, A, _B);
  and and_lt (lt, _A, B);
  xnor xnor_eq (eq, A, B);
endmodule
module cmp_2b (gt, eq, lt, A, B);
  output wire gt, eq, lt;
  input wire [1:0] A, B;
  wire gt_hi, eq_hi, lt_hi;
  wire gt_lo, eq_lo, lt_lo;
  wire test_gt, test_lt;
  cmp_1b cmp_hi (gt_hi, eq_hi, lt_hi, A[1], B[1]);
  cmp_1b cmp_lo (gt_lo, eq_lo, lt_lo, A[0], B[0]);
  and and_gt (test_gt, eq_hi, gt_lo);
  and and_lt (test_lt, eq_hi, lt_lo);
  or or_gt (gt, gt_hi, test_gt);
  or or_lt (lt, lt_hi, test_lt);
  and and_eq (eq, eq_hi, eq_lo);
endmodule
module cmp_4b (gt, eq, lt, A, B);
  output wire gt, eq, lt;
  input wire [3:0] A, B;
  wire gt_hi, eq_hi, lt_hi;
  wire gt_lo, eq_lo, lt_lo;
  wire test_gt, test_lt;
  cmp_2b cmp_hi (gt_hi, eq_hi, lt_hi, A[3:2], B[3:2]);
  cmp_2b cmp_lo (gt_lo, eq_lo, lt_lo, A[1:0], B[1:0]);
  and and_gt (test_gt, eq_hi, gt_lo);
  and and_lt (test_lt, eq_hi, lt_lo);
  or or_gt (gt, gt_hi, test_gt);
  or or_lt (lt, lt_hi, test_lt);
  and and_eq (eq, eq_hi, eq_lo);
endmodule
module cmp_8b (gt, eq, lt, A, B);
  output wire gt, eq, lt;
  input wire [7:0] A, B;
  wire gt_hi, eq_hi, lt_hi;
  wire gt_lo, eq_lo, lt_lo;
  wire test_gt, test_lt;
  cmp_4b cmp_hi (gt_hi, eq_hi, lt_hi, A[7:4], B[7:4]);
  cmp_4b cmp_lo (gt_lo, eq_lo, lt_lo, A[3:0], B[3:0]);
  and and_gt (test_gt, eq_hi, gt_lo);
  and and_lt (test_lt, eq_hi, lt_lo);
  or or_gt (gt, gt_hi, test_gt);
  or or_lt (lt, lt_hi, test_lt);
  and and_eq (eq, eq_hi, eq_lo);
endmodule
```

## flow/run.sh

```bash
#!/bin/bash
# OpenROAD 26Q1-2900-gdf79404cd8, Yosys 0.63+post, stock flow scripts
make -C /OpenROAD-flow-scripts/flow DESIGN_CONFIG=/design/flow/config.mk WORK_HOME=/design/flow/orfs finish
```

## flow/config.mk

```make
export PLATFORM = sky130hd
export DESIGN_NAME = cmp
export DESIGN_NICKNAME = cmp
export VERILOG_FILES = /design/flow/design.v
export SDC_FILE = /design/flow/constraint.sdc
export NUM_CORES = 4
export LEC_CHECK = 1
export CORE_AREA = 10 10 78 78
export DIE_AREA = 0 0 88 88
```

## flow/constraint.sdc

```tcl
current_design cmp

set clk_period 4.2
set clk_io_pct 0.2

create_clock -name clk0 -period $clk_period

set non_clock_inputs [all_inputs -no_clocks]
set_input_delay [expr $clk_period * $clk_io_pct] -clock clk0 $non_clock_inputs
set_output_delay [expr $clk_period * $clk_io_pct] -clock clk0 [all_outputs]
```

==> notes.md <==
run results: status=finished, final reports clean, flip-flops=0, Leak=0.6602 nW, routed vias/inst=~3.7, hold_buf cts=0, n_diodes=0, CORE AREA=0.004414 mm2, sequential cell area=0 um2, synthesized instance count=between 100 and 150, Synth cell types=18, Hold WC Path Type=input pin to output pin, chip width=88 um, OpenROAD warning count=about 48, layout cells sized above 1=2.797%, Tmin final=just under 4000 ps, largest net degree at the start of global routing=8, routed length on met3=226 um, worst vdd ir=0.00002006 V, Yosys chip area=790.8 um2, Synth-to-Final Area Change=53.80%, vias=731, worst slew pin tran=approximately 250 ps, clock buf count=0, unrepaired setup endpoints after global routing=no, # IOs=36, CP endpoint kind=output pin, DP Wirelength=1828 um, num rows=24, RePlAce Congestion=around 0.8, crit-path max FO=5, Pre-antenna DRT Iters=4, most numerous logic cells after layout=36 x clkdlybuf4s50_1, 33 x inv_1, 32 x ha_1, cells in synth_stat.txt=about 110, DIE AREA=0.007744 mm2, Max-Cap Viols=0, Final Hold Fails=0, Tcrit/Tclk final=around nine tenths, power consumption=0.1005 mW, Worst EP required=3360 ps, port bufs=36, register share after synthesis=0%, PwrDens=82.61 mW/mm2, Starting Density=between 10% and 20%, number of gates resized after CTS=0, crit-path cells=clkdlybuf4s50_1, inv_1, ha_1, nand4_2, nor4_4, nand2_1, nand3_1, xnor2_1, clkdlybuf4s50_1, met2 WL post-DR=792 um, DR WL/cell=between 9 and 10 um, CP max-delay cell=clkdlybuf4s50_1, antenna-violating nets left=0, post-route setup TNS=0 ps, f_max=0.2590 GHz, Top cell excl fill/tap=clkdlybuf4s50_1, # Post-CTS Setup Buffers=0, Max-slew headroom=around 83%, Post-Syn Area per Cell=around 7.4 um2, crit path DAT=3020 ps, CP max stage delay=500 ps, Setup violations, final=0, M1 wire length=roughly 900 um, antenna violations before repair=0, Final Max Tran Viols=0, DRC viols=0, aggregate global-route resource usage=4.668%, Ys Warns=0, Post-Route WL=1899 um, first-pass GRT wire length=between 3000 and 4000 um, Die Ht=around 88 um, initial DRC count=7, number of global-route vias before repair=743, max layer used=met3, Setup crit start kind=input pin, Crit Path Category=input pin to output pin, synthesized area=790.8 um2, cell mode on critical path=clkdlybuf4s50_1, Overflow after GRT=0
## metrics by stage
stage          util, %  worst slack [ps]  cells  area [um2]  hold slack [ps]
2_1_floorplan        -              1464    107       790.8             1832
3_3_place_gp     27.55             332.9    195        1216             2742
3_5_place_dp     27.55             290.7    195        1216             2718
4_1_cts          27.55             291.4    195        1216             2724
5_1_grt          27.55             147.6    195        1216             2774
6_report         27.55             338.9    195        1216             2706
## metal layers
metal	up-vias	track usage, %
li1	422	-
met3	0	1.964
met4	0	0
met2	22	7.077
met5	-	0
met1	287	6.414
## final timing paths
check	start	to	slack [ps]	depth (start not counted)
worst min-delay path	sign	gt	2710	4
worst max-delay path	A[15]	lt	340	9
## cells in the mapped netlist
cell,n,area [um2]
nand2_1,5,18.77
a221oi_1,2,17.52
inv_1,33,123.9
o21ai_0,4,20.02
nand2b_1,1,6.260
and4_1,1,8.760
xnor2_1,2,17.52
a21o_2,1,8.760
nor4_4,1,21.27
nor2_1,1,3.750
nand4_2,2,25.02
ha_1,32,400.4
a31oi_1,2,12.51
and3_1,1,6.260
nand4_1,2,12.51
a21o_1,1,7.510
nand3_1,4,20.02
a21oi_1,12,60.06
## area by class of cell
cell class / count / area [um2]
fill: 469 / 3198
inverter: 33 / 123.9
multi-input combinational: 74 / 666.9
tap: 52 / 65.06
timing repair buffer: 36 / 360.3
## worst max-delay path, delay by kind of cell
kind,cells,cell delay (ps)
xor gates and xnor gates,1,120
adders and majority gates,1,350
buffers and inverters,3,1030
and+or+nand+nor,4,700
## cell families (layout without fill, tap and decap cells)
family / after synthesis / count (layout) / share of synthesized area, %
buf+inv: 33 / 69 / 15.66
fa+ha+maj: 32 / 32 / 50.63
compound gates: 22 / 22 / 15.98
simple gates: 18 / 18 / 15.51
xor+xnor: 2 / 2 / 2.216
## where the power goes
group | leakage (nW) | total, mW | switching, mW | internal [mW]
Sequential | 0 | 0 | 0 | 0
Clock | 0 | 0 | 0 | 0
Combinational | 0.660 | 0.100 | 0.0416 | 0.0589
Total | 0.660 | 0.100 | 0.0416 | 0.0589
Power and IR drop assume default switching activity.

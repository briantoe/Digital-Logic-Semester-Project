==> flow/design.v <==
module div (out, error, dividend, divisor);
output wire signed [15:0] out;
output wire error;
input wire signed [15:0] dividend, divisor;
assign error = ~|divisor;
assign out = dividend / divisor;
endmodule
==> flow/run.sh <==
#!/bin/bash
# OpenROAD 26Q1-2900-gdf79404cd8, Yosys 0.63+post, stock flow scripts
make -C /OpenROAD-flow-scripts/flow DESIGN_CONFIG=/design/flow/config.mk WORK_HOME=/design/flow/orfs finish
==> flow/config.mk <==
export PLATFORM = sky130hd
export DESIGN_NAME = div
export DESIGN_NICKNAME = div
export VERILOG_FILES = /design/flow/design.v
export SDC_FILE = /design/flow/constraint.sdc
export NUM_CORES = 4
export LEC_CHECK = 1
export CORE_UTILIZATION = 50
==> flow/constraint.sdc <==
current_design div

set clk_period 93.5
set clk_io_pct 0.2

create_clock -name clk0 -period $clk_period

set non_clock_inputs [all_inputs -no_clocks]
set_input_delay [expr $clk_period * $clk_io_pct] -clock clk0 $non_clock_inputs
set_output_delay [expr $clk_period * $clk_io_pct] -clock clk0 [all_outputs]
==> CHANGELOG.md <==
### Changed

- Status: completed
- Crit path DRT: 74.80 ns
- Site Rows: 47
- CTS resizes: 0
- Chip Area, Yosys: about 8700 um^2
- Int Pwr: 0.0000715 W
- Final hold vios: 0
- Mean Syn Cell Area: 7.20 um^2
- Residual DRC: 0
- Fp_density: 51.7%
- Peak VDD IR: 0.0135 mV
- Sequential share of power: 0%
- Tool Warnings: 33
- WS Path Type: input port to output pin
- Count of cell types in the netlist: 102
- Switching Power: 0.0000896 W
- Cts hold-fix bufs: 0
- Worst min path class: input port to output pin
- Sequential fraction of the synthesis area: 0%
- Unrepaired setup endpoints after global routing: false
- Final WL: 30300 um
- Pwr/cell area: 17.0 nW/um^2
- I/O Pins: 49
- Logic pwr share: 100.0%
- Share of cells above drive strength 1: 10.5%
- # Cells Yosys: 1204
- Routability cong.: 1.08
- Leakage: between 4 and 5 nW
- Non-filler cells, final: 1467
- Worst-margin pin slew: about 0.94 ns
- TritonRoute pass-1 iters: 5
- I/O Buffers: roughly 49
- Net Sw Frac: 55.6%
- Netlist Area Pre-Place: 8660 um^2
- Synth Warn #: 0
- Crit path time final: about 73 ns
- Layout clock buffer count: 0
- Gate Area: between 8000 and 9000 um^2
- Largest net degree at the start of global routing: 28
- Grt ovf: 0
- First-pass GRT wire length: 46800 um
- Drt via density: 6.47
- Fin Setup TNS: 0 ns
- Max frequency: 13.7 MHz
- Gate Count Post-Synth: 1204
- Flip-flop and latch area: 0 um^2
- Area Overhead vs Synth: 9.21%
- CP startpoint kind: input port
- Die X: approximately 130 um
- Core box area: 16800 um^2
- Worst Path Max Fanout: 19
- Total vias in the final route: 9493
- Vias in the first global route: 8462
- Post-DP HPWL: around 25000 um
- Placed cells: 1467
- Fill cells: 1641
- Final setup vio count: 0
- Die area: 17900 um^2
- Most used cell, CP: ha_1
- CP endpoint kind: output pin
- Slew Limit Fails: 0
- ANT nets after route: 0
- Slew HR: between 30% and 40%
- Post-CTS setup buffers: 0
- First DRT Iteration DRCs: roughly 740
- CP peak stage delay: 0.72 ns
- Slowest CP cell: nor3b_2
- GRT Total Usage: 34.2%
- # diodes: 0
- Final period util: between 70 and 80%
- Clock power frac: 0%
- Final core occ: 56.5%
- Routed WL per cell: 20.7 um
- Antenna violations before repair: 0
- Vertical die size: 134 um
- Max-cap check violation count: 0
- Final sequential cell count: 0
- Crit path DAT: 54.52 ns
[final cells by class]
| cell class | instances | area share (%) |
|---|---|---|
| multi-input cells | 1119 | 87.7 |
| well taps | 220 | 2.91 |
| repair buffers | 76 | 7.33 |
| inverters | 52 | 2.06 |
[per-stage QoR]
| stage | instance area, um^2 | hold WS (ns) | setup WS [ns] | total power, W |
|---|---|---|---|---|
| 6_report | 9460 | 38.47 | 20.28 | 0.000161 |
| 5_1_grt | 9460 | 38.54 | 17.71 | 0.000177 |
| 4_1_cts | 9460 | 38.48 | 20.99 | 0.000159 |
| 3_5_place_dp | 9460 | 38.47 | 21.14 | 0.000157 |
| 3_3_place_gp | 9460 | 38.47 | 21.39 | 0.000159 |
| 2_1_floorplan | 8660 | 37.42 | 25.99 | 0.000111 |
[cells by family after synthesis]
logic type                 count (synthesis)  share of synthesized area (%)
and+or+nand+nor                          423                           26.0
buffers and inverters                     85                           4.35
AOI/OAI and AO/OA                        411                           33.7
xor gates and xnor gates                 104                           10.5
adders and majority gates                140                           20.2
muxes                                     41                           5.23
[final timing paths]
path,from,endpoint,slack (ns),cells past startpoint
min,divisor[14],error,38.47,3
max,divisor[0],out[10],20.28,142
[power by group through the flow]
stage | clock network, W | registers, W | logic [W]
4_1_cts | 0 | 0 | 0.000159
5_1_grt | 0 | 0 | 0.000177
6_report | 0 | 0 | 0.000161
[critical path, delay by kind of cell]
kind,cells,cell delay (ns)
AOI/OAI and AO/OA,75,18.64
xor gates and xnor gates,1,0.18
adders and majority gates,17,5.28
buffers and inverters,15,3.13
muxes,2,0.61
and+or+nand+nor,32,7.90
[layout by cell type, fill, tap and decap left out, types with 6 or more instances in the layout]
master             n
a211oi_1           8
a21boi_0          11
a21o_1            36
a21oi_1           81
a31o_2             7
a31oi_1           21
and2_1            14
and3_1            15
buf_4             27
clkdlybuf4s50_1   49
ha_1             140
inv_1             50
mux2_2            26
mux2i_1           12
nand2_1          106
nand2b_1          15
nand3_1           39
nand4_1           15
nor2_1            98
nor2b_1            8
nor3_1            27
nor4_1             9
o211ai_1          13
o21a_1            35
o21ai_0           72
o22ai_1            6
o31ai_1           14
or2_2             17
or3_1             16
xnor2_1           62
xor2_1            41
[cells in the mapped netlist (6+ instances only)]
cell type  number  share of area [%]
ha_1          140                 20
nand2_1       106                4.6
nor2_1         98                4.2
a21oi_1        81                4.7
o21ai_0        72                4.2
xnor2_1        62                6.3
inv_1          50                2.2
xor2_1         42                4.2
nand3_1        39                2.3
a21o_1         36                3.1
o21a_1         35                3.0
nor3_1         27                1.6
mux2_2         26                3.4
a31oi_1        21                1.5
or2_2          17                1.2
or3_1          16                1.2
and3_1         15                1.1
nand2b_1       15                1.1
nand4_1        15                1.1
and2_1         14                1.0
o31ai_1        14                1.2
buf_2          13               0.75
mux2i_1        13                1.5
o211ai_1       13                1.1
a21boi_0       11               0.95
clkbuf_1       10               0.43
nor4_1          9               0.65
a211oi_1        8               0.69
nor2b_1         8               0.58
a31o_2          7               0.71
o22ai_1         6               0.43
[layer usage]
layer  vias up  share of wire (%)  GRT usage (%)
met4         0                1.4           4.92
li1       4715                  -              -
met5         -                  0              0
met1      4369                 48           52.6
met2       384                 41           50.1
met3        25                9.2           6.37
Power and IR drop assume default switching activity.
